===== ./design.v =====
module forward(input [4:0] RegLw,input[4:0] RegSw,input WriteEnable,input memWrite,input MEMWBmemtoreg,output [1:0]forwardF);
parameter forwardfromALUresult=2'b10,
	forwardfromReadMem=2'b01,
	noforward=2'b00;
	assign forwardF=((WriteEnable==1'b1)&&(RegLw==RegSw)&&(RegLw!=5'b00000)&&(RegSw!=5'b00000)&&(memWrite==1'b1)&&(MEMWBmemtoreg==1))?forwardfromReadMem:
			((WriteEnable==1'b1)&&(RegLw==RegSw)&&(RegLw!=5'b00000)&&(RegSw!=5'b00000)&&(memWrite==1'b1)&&(MEMWBmemtoreg==0))?forwardfromALUresult:noforward;
endmodule
module forwardtb;
reg[4:0] RegLw;reg[4:0] RegSw ;reg WriteEnable;reg memWrite;wire [1:0] forwardF;reg clk;reg memToReg;
always 
#5 clk=!clk;
initial
begin
clk=0;
$monitor($time,"RegLw %b RegSw %b WriteEnable %b memWrite %b forwardF %b",RegLw,RegSw ,WriteEnable,memWrite, forwardF);
#10
RegLw=5'b10101;
RegSw =5'b10101;
WriteEnable=1'b1;
memWrite=1'b1;
memToReg=1'b1;
#10
RegLw=5'b10100;
RegSw =5'b10101;
WriteEnable=1'b1;
memWrite=1'b1;
memToReg=1'b0;
#10
RegLw=5'b10101;
RegSw =5'b10101;
WriteEnable=1'b0;
memWrite=1'b0;
memToReg=1'b1;
#10
RegLw=5'b10101;
RegSw =5'b10101;
WriteEnable=1'b1;
memWrite=1'b1;
memToReg=1'b0;
end
forward f1(RegLw,RegSw,WriteEnable,memToReg,forwardF);
endmodule
module memoryStage(input clk,input[74:0]EXMEMReg,output reg [70:0]MEMWBReg);
wire [31:0]rdData;
wire [31:0] memoryAddress = EXMEMReg[31:0];
wire[31:0]WriteData=EXMEMReg[63:32];
wire RegWrite=EXMEMReg[74];
wire MemToReg=EXMEMReg[72];
wire MemWrite=EXMEMReg[73];
wire MemRead=EXMEMReg[71];
wire [4:0] WriteRegister = EXMEMReg[68:64];
wire [31:0] MEMWBreaddata = MEMWBReg[31:0];
wire [31:0] MEMWBaluResult = MEMWBReg[69:38];
wire [31:0] selData;
wire [1:0] forwardF;
always @(posedge clk) begin
MEMWBReg = {MemToReg,memoryAddress,RegWrite,WriteRegister,rdData};
end
dataMemory d1(MemWrite, memoryAddress[9:0], selData, MemRead, memoryAddress[9:0],rdData, clk);
forward f2(MEMWBReg[36:32],WriteRegister,MEMWBReg[37],MemWrite,MEMWBReg[70],forwardF);
mux3To1 forwardingmux(forwardF,WriteData,MEMWBreaddata,MEMWBaluResult, selData);
endmodule
module memoryStageTb;
reg clk;reg[74:0]EXMEMReg;wire [70:0]MEMWBReg;
wire MemToReg = MEMWBReg[70];
wire[31:0] memoryAddress=MEMWBReg[69:38];
wire RegWrite=MEMWBReg[37];
wire [4:0]WriteRegister=MEMWBReg[36:32];
wire[31:0]rdData=MEMWBReg[31:0];
wire [1:0]forwardF;
always 
#5 clk=!clk;
initial 
begin 
EXMEMReg = {75 {1'b0}};
clk = 0;
$monitor ($time,"MemToReg %b memoryAddress %h RegWrite %d WriteRegister %b rdData %h forwardF %b MEMWBReg %h",MemToReg ,memoryAddress ,RegWrite ,WriteRegister ,rdData,forwardF,MEMWBReg);
#10  
EXMEMReg[31:0]=32'h08438433; 
EXMEMReg[63:32]=32'h8f3da232; 
EXMEMReg[68:64]=5'b11100; 
EXMEMReg[71]=1'b0; 
EXMEMReg[72]=1'b0; 
EXMEMReg[73]=1'b0; 
EXMEMReg[74]=1'b1; 
#10  
EXMEMReg[31:0]=32'h00000019; 
EXMEMReg[63:32]=32'h01354440; 
EXMEMReg[68:64]=5'b11100; 
EXMEMReg[71]=1'b0; 
EXMEMReg[72]=1'b0; 
EXMEMReg[73]=1'b1; 
EXMEMReg[74]=1'b0; 
end
memoryStage m1(clk,EXMEMReg,MEMWBReg);
endmodule
module mux3To1 (input [1:0]selCh, input [31:0] inCh0, input [31:0] inCh1, input [31:0] inCh2, output [31:0] selData);
	assign selData = selCh == 2'b00 ? inCh0 : 
                     	 selCh == 2'b01 ? inCh1 :
			 selCh == 2'b10 ? inCh2 : 32'bx;
endmodule
module mux3To1_5bits (input [1:0]selCh, input [4:0] inCh0, input [4:0] inCh1, input [4:0] inCh2, output [4:0] selData);
	assign selData = selCh == 2'b00 ? inCh0 : 
                     	 selCh == 2'b01 ? inCh1 :
			 selCh == 2'b10 ? inCh2 : 32'bx;
endmodule
module mux3To1Test;
reg [1:0]selCh; reg [31:0] inCh0; reg [31:0] inCh1; reg [31:0] inCh2; wire [31:0] selData;
initial
begin
$monitor("out of mux=%d",selData);
#10
inCh0=100;
inCh1=55;
inCh2=93;
selCh=0;
#10
selCh=1;
#10
selCh=2;
#10
selCh=3;
#10
inCh0=15555555;
selCh=0;
end
mux3To1 mux1 (selCh, inCh0, inCh1, inCh2, selData);
endmodule
module dataMemory (input wrEnable, input [4:0] wrAddress, input [31:0] wrData, input rdEnable, input [4:0] rdAddress, output [31:0] rdData, input clk);
	reg [31:0] memFile [0:31];
	assign rdData = rdEnable? memFile[rdAddress] : 0;
	always @(posedge clk)
        if (wrEnable)
		memFile[wrAddress] <= wrData;
endmodule
module dataMemory_tb;
	reg wrEnable;
	reg [4:0] wrAddress;
	reg [31:0] wrData;
	reg rdEnable;
	reg [4:0] rdAddress;
	wire [31:0] rdData;
	reg clk;
	always begin #5 clk = ~clk; end
	integer index;
	initial begin
		$monitor ("rdAddress:%d rdData:%d", rdAddress, rdData);
		clk = 0;
		rdEnable = 0; wrEnable = 1;
		for (index = 0; index < 32; index = index + 1) begin
			#5 wrAddress = index; wrData = index * 2;
			$display ("wrAddress:%d wrData:%d", wrAddress, wrData);
		end
		#10 wrEnable = 0; wrAddress = 31; wrData = 93;
		#10 rdAddress = 0;
		#10 rdAddress = 3;
		#10 rdAddress = 4;
		#10 rdAddress = 7;
		#10 rdEnable = 1; rdAddress = 8;
		#10 rdAddress = 9;
		#10 rdAddress = 22;
		#10 rdAddress = 11;
		#10 rdEnable = 0; rdAddress = 5;
		#10 rdAddress = 2;
	end
	dataMemory dm1 (wrEnable, wrAddress, wrData, rdEnable, rdAddress, rdData, clk);
endmodule

===== ./run.sh =====
#!/bin/bash
# OpenROAD 26Q1-2900-gdf79404cd8, Yosys 0.63+post, stock flow scripts
make -C /OpenROAD-flow-scripts/flow DESIGN_CONFIG=/design/flow/config.mk WORK_HOME=/design/flow/orfs finish

===== ./config.mk =====
export PLATFORM = sky130hd
export DESIGN_NAME = memoryStage
export DESIGN_NICKNAME = memoryStage
export VERILOG_FILES = /design/flow/design.v
export SDC_FILE = /design/flow/constraint.sdc
export NUM_CORES = 4
export LEC_CHECK = 1
export CORE_UTILIZATION = 50

===== ./constraint.sdc =====
current_design memoryStage

set clk_period 5.8
set clk_io_pct 0.2

create_clock -name clk0 -period $clk_period [get_ports {clk}]

set non_clock_inputs [all_inputs -no_clocks]
set_input_delay [expr $clk_period * $clk_io_pct] -clock clk0 $non_clock_inputs
set_output_delay [expr $clk_period * $clk_io_pct] -clock clk0 [all_outputs]

==> Flow_metrics.wiki <==
== Metrics ==
{| class="wikitable"
! Metric !! Value
|-
| Number of core rows || 105
|-
| Highest-count cells in the layout ignoring fill and taps || edfxtp_1 (1024), mux2i_1 (512), o22ai_1 (256)
|-
| Chip Width || 290 microns
|-
| Slew at the pin with the worst max-slew slack || 0.956 ns
|-
| CTS sink count || 1095
|-
| Per-cell via count in the routed design || 5.98
|-
| Worst path cell trace || clkdlybuf4s50_1 -> nand3b_1 -> nor2_4 -> buf_4
|-
| Hold violation total from the final report || 0
|-
| Clock network latency to the later pin of the worst-skew pair || 0.67 ns
|-
| Sequential element share of the synthesized area || 77.7%
|-
| Combined buffer and inverter count along the critical path || 2
|-
| Post-synthesis cell count from yosys || 2233
|-
| Area taken by flip-flops and latches || 32200 sq um
|-
| Synthesis Warnings || 4
|-
| Complex-gate fraction of the synthesized area || 4.48%
|-
| Dominant delay contributor by cell family on the critical path || simple AND/OR/NAND/NOR gates
|-
| Startpoint Class || primary input
|-
| Initial Util || 50.5%
|-
| Post-Synthesis Mean Instance Area || 18.5 sq um
|-
| Worst rel slew slack || 36.1%
|-
| Flops & latches, synth || 1095
|-
| Highest attainable clock frequency || 247 MHz
|-
| Via count || 21506
|-
| Global-route wire length before repair || 148000 microns
|-
| Slowest cell on crit path || clkdlybuf4s50_1
|-
| Arrival time of data at the critical path endpoint || 4.39 ns
|-
| Final HPWL from detailed placement || 57500 microns
|-
| Maximum number of pins on one net before global-route repair || 97
|-
| Worst IR Drop VDD || 0.289 mV
|-
| Worst endpoint required time || 6.14 ns
|-
| Crit Path Max Fanout || 21
|-
| Unrepaired setup endpoints after global routing || false
|-
| Total count of max-transition violations in the final report || 0
|-
| CP max stage delay || 1.05 ns
|-
| Number of top-level design ports || 147
|-
| Overall Global Routing Usage || 28.0%
|-
| Area added between synthesis and finish || 16.6%
|-
| Num CTS Buffers || 109
|-
| Clock skew || 0.0201 ns
|-
| Power density over the cells || 342 nW/um^2
|-
| Leak Pwr || 16.6 nW
|-
| Hold_ws || 0.718 ns
|-
| Proportion of synthesized area in mux cells || 14.1%
|-
| Mapped Cells || 2233
|-
| Post-CTS setup-driven buffer insertion count || 0
|-
| Total grt overflow || 0
|-
| Layout cell share with drive strength beyond 1 || 13.9%
|-
| Clk Tree Root Cell || clkbuf_16
|-
| DR WL/cell || 28.7 microns
|-
| Buffer depth of the longest clock path || 3
|-
| Die Ht || 290 microns
|-
| Iteration-0 DRC Markers || 1063
|-
| Worst Setup End Kind || flop
|-
| Final instance area || 48200 sq um
|-
| Clock transition time at the flip-flop clock pins of the worst setup and hold paths || 0.06 ns
|-
| Count of input and output buffers || 144
|-
| Initial antenna violation count || 2
|-
| Result of the run || finished clean
|-
| Xor-xnor portion of the synthesized cell area || 0.0847%
|-
| CTS HTree Levels || 3
|-
| Die ar. || 83900 sq um
|-
| Hold buffers post-CTS || 0
|-
| Total DRC errors in the routed layout || 0
|-
| Largest combinational cell category by area || multiplexers
|-
| Number of warning messages in the logs || 28
|-
| Adder Area Share || 0%
|-
| Most common library cell in the layout ignoring fill and taps || edfxtp_1
|-
| Time the final worst path needs with I/O delays and setup || 4.05 ns
|-
| Final worst-path cycle share || 69.8%
|-
| Cell variety after synth || 30
|-
| Simple logic cell fraction of the synthesized area || 1.90%
|-
| Placeable core region || 82000 sq um
|-
| Synthesized chip area reported by yosys || 41400 sq um
|-
| Setup_tns || 0 ns
|-
| Number of global-route vias before repair || 22303
|-
| CTS-repair resized insts || 0
|-
| Cell area reported after detailed placement || 44700 sq um
|-
| Worst Setup Path Type || in2reg
|-
| Setup-failing EPs final || 0
|-
| Routability congestion estimate from global placement || 0.833
|-
| CTS tree || yes
|-
| Class of the worst hold path || reg2reg
|-
| Count of filler cells inserted in the layout || 5904
|-
| Maximum Capacitance Violations || 0
|-
| Number of detailed-routing iterations run before antenna repair || 5
|-
| Area of the multi-input gates || 8860 sq um
|-
| Routed Antenna Nets || 0
|-
| Post-Syn Area || 41400 sq um
|-
| DRT Wirelength || 103000 microns
|}
[final timing paths]
kind / from / to / slack, ns / cells past startpoint
max: EXMEMReg[0] / d1.memFile[1][8]$_DFFE_PP_ / 1.75 / 4
min: d1.memFile[8][22]$_DFFE_PP_ / MEMWBReg[22]$_SDFF_PN0_ / 0.72 / 4
max reg2reg: MEMWBReg[32]$_DFF_P_ / d1.memFile[23][3]$_DFFE_PP_ / 3.40 / 5
min reg2reg: d1.memFile[8][22]$_DFFE_PP_ / MEMWBReg[22]$_SDFF_PN0_ / 0.72 / 4
[worst min-delay path: cells and delay by family (launching register included)]
| family | cells | cell delay (ns) |
|---|---|---|
| AND-OR/OR-AND | 2 | 0.23 |
| flip-flops | 1 | 0.31 |
| multiplexers | 1 | 0.06 |
| AND/OR/NAND/NOR | 1 | 0.07 |
[cell usage after synthesis, drive strengths merged]
master,instances,area (sq um)
or4b,4,43.8
a21boi,32,240
o22ai,256,1600
xor2,3,26.3
mux2i,512,5120
nand4,1,6.26
a21oi,1,5.00
nand3,2,10.0
inv,1,3.75
nor2,30,113
clkbuf,45,169
edfxtp,1024,30700
nand4bb,6,67.6
or3b,3,26.3
xnor2,1,8.76
nand4b,4,35.0
buf,93,513
nand3b,4,30.0
mux2,64,721
o2111ai,1,8.76
dfxtp,71,1420
nor4,65,407
nand2,3,11.3
nor3,5,25.0
or3,1,6.26
or4,1,7.51
[final cells by class]
| class | instances | share of cell area [%] |
|---|---|---|
| tap | 1070 | 2.78 |
| antenna | 1 | 0.00519 |
| clock buffer | 154 | 6.21 |
| inverter | 1 | 0.00778 |
| timing repair buffer | 227 | 4.77 |
| clock inverter | 49 | 1.16 |
| sequential | 1095 | 66.7 |
| multi-input combinational | 999 | 18.4 |
[power breakdown]
group | leakage, nW | internal (mW) | switching [mW]
sequential | 9.82 | 8.74 | 0.0296
clock | 1.74 | 4.12 | 2.82
combinational | 5.02 | 0.318 | 0.457
total | 16.6 | 13.2 | 3.31
[logic make-up (layout without fill, tap and decap cells)]
logic type,count (synthesis),in the layout
buffers and inverters,139,431
AND/OR/NAND/NOR,129,129
AND-OR/OR-AND,290,290
multiplexers,576,576
flip-flops,1095,1095
other,0,1
XOR/XNOR,4,4
[metal layers]
layer | routed length (microns) | GRT usage (%)
met1 | 34700 | 37.6
met4 | 2290 | 5.01
met3 | 17700 | 20.9
met2 | 48300 | 39.5
met5 | 160 | 1.99
[flip-flops by register name, indices dropped and copies added, names as in the netlist]
register    flops
MEMWBReg       71
d1.memFile   1024
[metrics by stage]
step                      worst slack [ns]  instances  total power, mW  util (%)
after floorplan                      0.972       2233             9.36         -
after global placement                1.11       3392             9.70      54.5
after detailed placement              1.11       3392             9.71      54.5
after CTS                             1.79       3595             16.6      58.8
after global routing                  1.67       3596             17.0      58.8
final                                 1.75       3596             16.5      58.8
Power figures rest on the tool's default switching activity, not on a simulated workload.
